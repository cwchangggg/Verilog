### flow/design.v
module PAT(clk, reset, data, flag);
	input clk, reset, data;
	output wire flag;
    reg [4 - 1: 0] state, next;
    parameter s0=4'b0000, s1=4'b0001, s2=4'b0010, s3=4'b0011, s4=4'b0100, s5=4'b0101, s6=4'b0110, s7=4'b0111, s8=4'b1000, s9=4'b1001;
    always@(posedge clk)begin
        if(reset)begin
            state <= s8;
        end
        else begin
            state <= next;
        end
    end
    assign flag = (state == s7);
    always@(data, state)begin
        case(state)
            s0: if(data==1) next = s1;
                else next = s0;
            s1: if(data==0) next = s2;
                else next = s8;
            s2: if(data==1) next = s3;
                else next = s0;
            s3: if(data==0) next = s4;
                else next = s9;
            s4: if(data==1) next = s5;
                else next = s0;
            s5: if(data==1) next = s6;
                else next = s2;
            s6: if(data==1) next = s7;
                else next = s4;
            s7: if(data==1) next = s8;
                else next = s0;
            s8: if(data==0) next = s0;
                else next = s8;
            s9: if(data==0) next = s4;
                else next = s8;
            default: next = s8;
        endcase
    end
endmodule
### flow/run.sh
#!/bin/bash
# OpenROAD 26Q1-2900-gdf79404cd8, Yosys 0.63+post, stock flow scripts
make -C /OpenROAD-flow-scripts/flow DESIGN_CONFIG=/design/flow/config.mk WORK_HOME=/design/flow/orfs finish
### flow/config.mk
export PLATFORM = sky130hd
export DESIGN_NAME = PAT
export DESIGN_NICKNAME = PAT
export VERILOG_FILES = /design/flow/design.v
export SDC_FILE = /design/flow/constraint.sdc
export NUM_CORES = 4
export LEC_CHECK = 1
export CORE_AREA = 10 10 70 70
export DIE_AREA = 0 0 80 80
### flow/constraint.sdc
current_design PAT

set clk_period 1.3
set clk_io_pct 0.2

create_clock -name clk0 -period $clk_period [get_ports {clk}]

set non_clock_inputs [all_inputs -no_clocks]
set_input_delay [expr $clk_period * $clk_io_pct] -clock clk0 $non_clock_inputs
set_output_delay [expr $clk_period * $clk_io_pct] -clock clk0 [all_outputs]
==> flow_metrics.env <==
# flow metrics
export IMPL_outcome="finished, final reports clean"
export IMPL_cp_max_fo=2
export IMPL_synthArstFlopShare=0
export IMPL_critical_path_max_stage_delay_ns=0.32
export IMPL_synth_edff_count=0
export IMPL_skew_ns=0.0005425
export IMPL_avgSynthCellArea_um2=11.89
export IMPL_ant_nets=0
export IMPL_timing_setup_tns_ns=0
export IMPL_rsz0062_at_grt="false"
export IMPL_report_final_slew_viol_count=0
export IMPL_insertion_delay_ns=0.25
export IMPL_synthCells=26
export IMPL_setup_viol_count_final=0
export IMPL_p_leak_nw=0.1714
export IMPL_r2r_slack_ns=0.35
export IMPL_cp_start_kind="register"
export IMPL_power_density_mw_per_mm2=1349
export IMPL_period_used=0.8141
export IMPL_top_area_frac=0.6478
export IMPL_synth_top_flop_cell="dfxtp_1"
export IMPL_diodes=0
export IMPL_slew_headroom=0.8480
export IMPL_htreeDepth=1
export IMPL_dpl_worst_slack_ns=0.09493
export IMPL_wl_per_cell_um=6.012
export IMPL_top_area_cell="dfxtp_1"
export IMPL_hold_class="reg -> reg"
export IMPL_ios=4
export IMPL_yosys_stat_cells=26
export IMPL_first_global_vias=188
export IMPL_largest_reg_flops=10
export IMPL_synth_area_um2=309.0
export IMPL_io_buffers=3
export IMPL_dr_pass1_iters=3
export IMPL_fmax_mhz=944.9
export IMPL_grt_max_degree=7
export IMPL_finalWorstSetupSlack_ns=0.2417
export IMPL_min_period_ns=1.058
export IMPL_cts_tree="done"
export IMPL_cts_root_buf="clkbuf_4"
export IMPL_wl_um=487
export IMPL_common_cells="dfxtp_1 (10), and2_1 (6), nor3_1 (4)"
export IMPL_path_delay_family="flip-flops"
export IMPL_crit_buf_inv=1
export IMPL_path_class="reg -> out"
export IMPL_drive_above_1_share=0.2571
export IMPL_reg_largest_list="state: 10 flops"
export IMPL_critPathRequiredTime_ns=1.04
export IMPL_gp_congestion=0.7983
export IMPL_core_area_mm2=0.003416
export IMPL_crit_chain="dlygate4sd2_1"
export IMPL_dp_hpwl_um=369.6
export IMPL_cts_sinks=10
export IMPL_cpMaxStageDelayCell="dfxtp_2"
export IMPL_fp_row_count=21
export IMPL_top_cells_by_area="dfxtp_1 (65%), and2_1 (12%), nor3_1 (6.5%)"
export IMPL_peakVddDrop_mv=0.3018
export IMPL_ys_warn_count=1
export IMPL_drt_iter0_markers=16
export IMPL_fp_util=0.09048
export IMPL_dr_total_vias=204
export IMPL_finalHoldViolCount=0
export IMPL_critPathCaptureType="output port"
export IMPL_worstMarginPinSlew_ns=0.2255
export IMPL_route_detailed_drc=0
export IMPL_warnings=25
export IMPL_globalRouteOverflowTotal=0
export IMPL_chip_area_mm2=0.006400
export IMPL_grtUsageTotal=0.01721
export IMPL_die_h_um=80
export IMPL_cts_buffer_depth=2
export IMPL_regMostFlops="state"
export IMPL_ys_types=8
export IMPL_maxCapViolations=0
export IMPL_ys_seq_share=0.6478
export IMPL_die_w_um=80
export IMPL_ys_chip_area_um2=309.0
export IMPL_synth_dominant_cell_count="dfxtp_1"
export IMPL_area_growth_pct=44.94
export IMPL_clk_pin_slew_worst_paths_ns=0.06
export IMPL_grt_pass1_wl_um=807
export IMPL_numSynthFlops=10
export IMPL_cts_buffers_inserted=3
export IMPL_viasPerCell=2.519
export IMPL_arrival_ns=0.80
export IMPL_antenna_found_initial=0
placed cells by master (no fill, tap or decap), types with 2 or more instances in the layout:
cell,count
and2_1,6
buf_4,2
clkbuf_4,3
clkdlybuf4s50_1,2
dfxtp_1,9
nor2_1,2
nor3_1,4
where the power goes:
| part | internal, mW | switching, mW | leakage, nW | total (mW) |
|---|---|---|---|---|
| registers | 0.312 | 0.00291 | 0.0817 | 0.315 |
| logic | 0.0146 | 0.0105 | 0.0687 | 0.0252 |
| clock network | 0.170 | 0.0950 | 0.0210 | 0.265 |
repair_timing:
action,4_1_cts,5_1_grt
buffers inserted,1,0
resized,2,0
setup endpoints to repair,1,0
hold buffers,0,0
cells by family (layout without fill, tap and decap cells):
| group | count (synthesis) | in the layout | share of synthesized area |
|---|---|---|---|
| flip-flops | 10 | 10 | 0.6478 |
| AND-OR/OR-AND | 2 | 2 | 0.07695 |
| buffers and inverters | 0 | 9 | 0 |
| AND/OR/NAND/NOR | 14 | 14 | 0.2753 |
final timing paths:
kind / startpoint / end / cells after the start
setup / recovery: state[9]$_DFF_P_ / flag / 1
hold reg to reg: state[8]$_DFF_P_ / state[6]$_DFF_P_ / 1
hold / removal: state[8]$_DFF_P_ / state[6]$_DFF_P_ / 1
setup reg to reg: state[9]$_DFF_P_ / state[0]$_DFF_P_ / 3
through the flow:
| step | cell area [um2] | instances | hold slack (ns) | power [mW] | util |
|---|---|---|---|---|---|
| after detailed placement | 404.1 | 76 | 0.4413 | 0.3464 | 0.1183 |
| after global routing | 447.9 | 81 | 0.4871 | 0.6362 | 0.1311 |
| final | 447.9 | 81 | 0.4520 | 0.6044 | 0.1311 |
| after CTS | 447.9 | 81 | 0.4559 | 0.6128 | 0.1311 |
| after floorplan | 309.0 | 26 | 0.3328 | 0.3319 | - |
| after global placement | 404.1 | 76 | 0.4450 | 0.3462 | 0.1183 |
area by class of cell:
type | instances | area [um2]
repair buffers | 5 | 43.79
well taps | 46 | 57.56
flip-flops and latches | 10 | 201.4
clock buffers | 4 | 36.28
fillers | 384 | 2968
multi-input cells | 16 | 108.9
per-layer routing:
layer | vias up | track usage | part of all wire
met5 | - | 0 | 0
met4 | 0 | 0.003521 | 0
met3 | 0 | 0.02386 | 0.19
met2 | 7 | 0.01846 | 0.34
met1 | 91 | 0.01886 | 0.46
li1 | 106 | - | -
Power is estimated from default activity; no workload was simulated.
