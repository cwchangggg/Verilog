===== run.sh =====
#!/bin/bash
# OpenROAD 26Q1-2900-gdf79404cd8, Yosys 0.63+post, stock flow scripts
make -C /OpenROAD-flow-scripts/flow DESIGN_CONFIG=/design/flow/config.mk WORK_HOME=/design/flow/orfs finish

===== design.v =====
module CLA_4bit(A, B, Cin, S, Cout);
	parameter n = 4;
	input [n - 1: 0] A, B;
	input Cin;
	output [n - 1: 0] S;
	output Cout;
	wire [n - 1: 0] P;
    wire [n - 1: 0] G;
    wire [n - 2: 0] C;
    assign P = A ^ B;
    assign G = A & B;
    assign C[0] = G[0] | (P[0] & Cin);
    assign C[1] = G[1] | (P[1] & G[0]) | (P[1] & P[0] & Cin);
    assign C[2] = G[2] | (P[2] & G[1]) | (P[2] & P[1] & G[0]) | (P[2] & P[1] & P[0] & Cin);
    assign Cout = G[3] | (P[3] & G[2]) | (P[3] & P[2] & G[1]) | (P[3] & P[2] & P[1] & G[0]) | (P[3] & P[2] & P[1] & P[0] & Cin);
    assign S = {C, Cin} ^ P;
endmodule
module Adder_16bit(A, B, Cin, S, Cout);
	parameter n = 16;
	parameter m = 4;
	input [n - 1: 0] A, B;
	input Cin;
	output [n - 1: 0] S;
	output Cout;
	wire [m - 2: 0] C;
	CLA_4bit u_CLA0
	(
	.A(A[3:0]),
	.B(B[3:0]),
	.Cin(Cin),
	.S(S[3:0]),
	.Cout(C[0])
	);
	CLA_4bit u_CLA1
	(
	.A(A[7:4]),
	.B(B[7:4]),
	.Cin(C[0]),
	.S(S[7:4]),
	.Cout(C[1])
	);
    CLA_4bit u_CLA2
	(
	.A(A[11:8]),
	.B(B[11:8]),
	.Cin(C[1]),
	.S(S[11:8]),
	.Cout(C[2])
	);
	CLA_4bit u_CLA3
	(
	.A(A[15:12]),
	.B(B[15:12]),
	.Cin(C[2]),
	.S(S[15:12]),
	.Cout(Cout)
	);
endmodule
module ALU(A, B, Cin, Mode, Y, Cout, Overflow);
	parameter n = 16;
	parameter m = 4;
	input [n - 1: 0] A, B;
	input Cin;
	input [m - 1: 0] Mode;
	output reg [n - 1: 0] Y;
	output reg Cout;
	output reg Overflow;
	wire [n - 1: 0] Adder_B;
	wire Adder_Cin;
	wire [n - 1: 0] Adder_S;
	wire Adder_Cout;
	wire Adder_S_Sign;
    assign Adder_B = ( (Mode==4'd5) || (Mode==4'd13) )? ~B: B;
    assign Adder_Cin = ( (Mode==4'd5) || (Mode==4'd13) )? 1'b1: Cin;
    integer i;
    assign Adder_S_Sign = Adder_S[n-1] ^ Overflow;
	always@(*)begin
	    Cout = Adder_Cout;
	    Overflow = ( A[n-1] & Adder_B[n-1] & ~Adder_S[n-1] ) | ( ~A[n-1] & ~Adder_B[n-1] & Adder_S[n-1] );
		case(Mode)
			4'd0: begin
			    Y = A << 1'b1;
			end
			4'd1: begin
			    Y = A <<< 1'b1;
			end
			4'd2: begin
			    Y = A >> 1'b1;
			end
			4'd3: begin
			    Y = {A[n-1], A[n-1: 1]};
			end
			4'd4: begin
			    Y = Adder_S;
			end
			4'd5: begin
			    Y = Adder_S;
			end
			4'd6: begin
			    Y = A & B;
			end
			4'd7: begin
			    Y = A | B;
			end
			4'd8: begin
			    Y = ~A;
			end
			4'd9: begin
			    Y = A ^ B;
			end
			4'd10: begin
			    Y = ~(A ^ B);
			end
			4'd11: begin
			    Y = ~(A | B);
			end
			4'd12: begin
			    Y = 16'd1 << A[3:0];
			end
			4'd13: begin
			    Y = {15'b0, Adder_S_Sign};
			end
			4'd14: begin
			    Y = B;
			end
			4'd15: begin
			    Y = {n{1'b0}};
			    for(i=0; i<n; i=i+1)begin
			        if(A[i]==1'b1)
			        Y = i[n - 1:0];
			    end
			end
			default: begin
                Y = ~A;
			end
		endcase
	end
	Adder_16bit u_Adder
	(
	.A(A),
	.B(Adder_B),
	.Cin(Adder_Cin),
	.S(Adder_S),
	.Cout(Adder_Cout)
	);
endmodule

===== constraint.sdc =====
current_design ALU

set clk_period 13.6
set clk_io_pct 0.2

create_clock -name clk0 -period $clk_period

set non_clock_inputs [all_inputs -no_clocks]
set_input_delay [expr $clk_period * $clk_io_pct] -clock clk0 $non_clock_inputs
set_output_delay [expr $clk_period * $clk_io_pct] -clock clk0 [all_outputs]

===== config.mk =====
export PLATFORM = sky130hd
export DESIGN_NAME = ALU
export DESIGN_NICKNAME = ALU
export VERILOG_FILES = /design/flow/design.v
export SDC_FILE = /design/flow/constraint.sdc
export NUM_CORES = 4
export LEC_CHECK = 1
export CORE_UTILIZATION = 30

==> notes.md <==
The following summarizes the physical implementation.

Logic synthesis
In the synthesis report, Yosys lists the chip area as 2975 um^2. The largest total area in the synthesized netlist belongs to ha_1. The average footprint of a synthesized cell is 6.440 um^2.

The area of the mapped netlist is 2975 um^2. Per the synthesis report, the number of distinct cell types is 56. Synthesis produced a netlist whose cell count is about 460. Yosys stat counts ~460 cells in the synthesized netlist. The share of the synthesized area in the top cell type is 0.2061. The sequential fraction of the synthesis area is 0. The total number of yosys warnings is 1. After synthesis, the cell types taking the most area are ha_1 (21%), a21oi_1 (9.1%), o21ai_0 (7.7%).

Detailed routing
The remaining routing DRC violations is 0. Once detail routing completed, the nets flagged for antenna violations numbered 0. The number of search-and-repair iterations in the first detailed-routing pass is 6. 0 antenna diodes ended up in the layout.

The routed via count is about 3,700. The wire length per cell after detailed routing is 17.78 um. The total wire length is 11,220 um.

The detailed router finished its first iteration with 287 violations. The post-detailed-route via-to-cell ratio is 5.848.

GRT
Across every metal layer, demand over resource in global routing totals 0.2273. The met2 usage is 0.3576. The number of antenna violations at the first check in global routing was 0.

The residual overflow from global routing is 0. The global-route wire length before repair is roughly 18,000 um. Routing resource usage on met1 recorded by global route was 0.3358. Entering global routing, the biggest net connects 41 pins.

The met3 routing resource usage after global routing is 0.02101. The via count of the first global-routing pass came to 3,469. Looking at the global route congestion table, the highest-usage layer is met2.

Final timing
The transition time of the tightest slew-check pin is 0.5824 ns. The total negative setup slack is 0 ns. The peak clock frequency supported by timing is 91.15 MHz. The share of the clock period used by the worst path after layout is 0.8067. The number of slew-limit violations in the final report is 0. Setup repair after global routing left no endpoint under its margin. The hold violation total from the final report is 0. In this run the tightest slew margin relative to its limit is 0.6103. The clock period minus worst slack is 10.97 ns. The last timing report of the flow puts the setup violation total at 0.

Die
55 I/O pins were placed. The initial cell density of the core is 0.3160. The placeable core region is 9415 um^2. Per the OpenROAD floorplan log, the height of the die is 101.6 um. The die covers ~10,000 um^2. The x dimension of the die is 101.6 um. The number of placement rows is 35.

Cells and area
The share of cells above drive strength 1 is 0.02789. The number of clock buffer instances in the layout is 0. Per the cell usage report, the commonest logic cells after layout are clkdlybuf4s50_1 (55), a21oi_1 (54), ha_1 (49).

The dominant logic cell type in the layout is clkdlybuf4s50_1. Once layout is complete, the cells apart from fillers number 631. After routing the design area is 3662 um^2.

From synthesis to final layout, the design area changed by 23.09%. The number of sequential storage elements is 0. The register cell area after layout is 0 um^2.

Power and ir drop
The power report puts the leakage power at 1.524 nW. Of the total power, registers draw 0. The total chip power is 148.4 uW. The switching power of the nets is ~80 uW. The fraction of power consumed by combinational cells is 1.000.

The internal cell power is 68.88 uW. The worst voltage drop across the vdd grid is around 0.000016 V. Of the total power, the share spent switching nets is 0.5357. The part of the total power dissipated in the clock network is 0.

The script computed a power per unit cell area of 40.51 nW/um^2.

Clock tree
The post-CTS hold buffer count recorded in the log is 0. After clock tree synthesis, the setup repair step added 0 buffers. The report lists the number of cells resized after CTS as 0.

Placement
After its last routability iteration, the placer logged a weighted congestion of 0.9480. The number of cells after detailed placement is 631. The standard cell area after detailed placement is 3662 um^2. The placement report lists the number of port buffers as approximately 55. The HPWL after detailed placement is 8410 um.

Worst setup path
The timing endpoint of the critical path is Y[12]. The kind of cell adding the most delay to the critical path is AND-OR/OR-AND gates. The number of buffer and inverter stages on the critical path is 4. Per STA, the startpoint of the critical path is Mode[0]. By startpoint and endpoint, the worst setup path is classified as in -> out. Walking the worst path, the cells encountered are clkdlybuf4s50_1 -> buf_4 -> clkinv_1 -> nor2_1 -> nand2_1 -> xnor2_1 -> ha_1 -> a21oi_1 -> a21boi_2 -> a2111o_1 -> a2111o_1 -> a21oi_1 -> fa_1 -> a21oi_1 -> a21oi_1 -> o22ai_1 -> a21oi_1 -> o21ai_0 -> o22a_1 -> clkdlybuf4s50_1. The critical path capture point type is an output pin. The critical-path cell with the highest stage delay is clkinv_1. The kind of launch point of the worst setup path is an input pin. The STA report counts the stages on the worst setup path as 20. The report shows a maximum critical-path fanout of 33. The data arrival time of the critical path is between 8 and 9 ns. The timing report gives the biggest stage delay along the critical path as approximately 0.55 ns. Counting stages on the worst path, the most repeated cell is a21oi_1. The endpoint required time on the critical path is between 10 and 15 ns.

Outcome
The run finished with clean final reports.

Run
Across all stage logs, warnings added up to 49. The max-capacitance violation count is 0.

Min path
The class of the most critical hold timing path is in -> out.
==> worst min path at each step <==
stage	startpoint	end	depth (start not counted)
5_1_grt	B[5]	Y[5]	4
4_1_cts	A[12]	Y[13]	3
6_report	B[5]	Y[5]	4
==> tightest hold or removal path, stage by stage <==
cell and delay [ns]:
clkdlybuf4s50_1 0.54, a211oi_1 0.10, o211ai_1 0.08, clkdlybuf4s50_1 0.46
==> cell type report <==
type                            instances  area, um^2
Inverter                               42       157.7
Timing Repair Buffer                   65       625.6
Tap cell                              129       161.4
Multi-Input combinational cell        395        2718
Fill cell                             985        5753
==> layer usage <==
| metal | routed length (um) | vias up |
|---|---|---|
| met1 | 4913 | 1668 |
| met2 | 4991 | 206 |
| met3 | 1053 | 23 |
| met4 | 258 | 0 |
| met5 | 0 | - |
| li1 | - | 1793 |
==> cells in the mapped netlist, types with 4 or more instances <==
cell type  instances
nor3_1            10
nand3_1            9
a221oi_1           8
inv_1             40
nor2_1            38
ha_1              49
o211ai_1           9
and3_1             5
xor2_1             5
nand2b_1           5
a22oi_1            5
a31oi_1            8
nand2_1           41
a211oi_1          12
a21oi_1           54
o21ai_0           46
a311oi_1           4
a21o_1             4
o22ai_1            9
xnor2_1           18
clkbuf_1          18
buf_1              4
fa_1               4
==> stage by stage <==
step	setup WS (ns)	utilization	hold WS (ns)
detailed placement	2.729	0.3890	6.626
CTS	2.715	0.3890	6.626
global placement	2.877	0.3890	6.634
global route	2.255	0.3890	6.669
floorplan	3.993	-	5.518
finish	2.629	0.3890	6.616
==> power groups by stage <==
stage | Clock (mW) | Combinational (mW) | Sequential, mW
4_1_cts | 0 | 0.147 | 0
5_1_grt | 0 | 0.166 | 0
6_report | 0 | 0.148 | 0
==> kinds of logic after synthesis <==
logic type	count (synthesis)	synth area share
AOI/OAI and AO/OA	193	0.4134
and+or+nand+nor	122	0.1855
buffers and inverters	67	0.08662
adders and majority gates	53	0.2330
xor gates and xnor gates	23	0.06770
muxes	4	0.01388
No activity file was given, so power comes from the tool's default toggle rates.
